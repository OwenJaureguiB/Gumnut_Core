[/design/flow/design.v]
module data_mem ( input  clk_i,
         	  input  cyc_i,
         	  input  stb_i,
         	  input  we_i,
         	  output ack_o,
         	  input      [7:0] adr_i,
         	  input      [7:0] dat_i,
         	  output reg [7:0] dat_o );
  reg [7:0] DMem [0:255];
  reg read_ack;
  initial $readmemh("gasm_data.dat", DMem);
  always @(posedge clk_i)
    if (cyc_i && stb_i)
      if (we_i) begin
        DMem[adr_i] <= dat_i;
        dat_o <= dat_i;
        read_ack <= 1'b0;
      end
      else begin
        dat_o <= DMem[adr_i];
        read_ack <= 1'b1;
      end
    else
      read_ack <= 1'b0;
  assign ack_o = cyc_i & stb_i & (we_i | read_ack);
endmodule
[/design/flow/run.sh]
#!/bin/bash
# OpenROAD 26Q1-2900-gdf79404cd8, Yosys 0.63+post, stock flow scripts
make -C /OpenROAD-flow-scripts/flow DESIGN_CONFIG=/design/flow/config.mk WORK_HOME=/design/flow/orfs finish
[/design/flow/config.mk]
export PLATFORM = sky130hd
export DESIGN_NAME = data_mem
export DESIGN_NICKNAME = data_mem
export VERILOG_FILES = /design/flow/design.v
export SDC_FILE = /design/flow/constraint.sdc
export NUM_CORES = 4
export LEC_CHECK = 1
export CORE_UTILIZATION = 40
export SYNTH_HDL_FRONTEND = slang
[/design/flow/constraint.sdc]
current_design data_mem

set clk_period 9.4
set clk_io_pct 0.2

create_clock -name clk0 -period $clk_period [get_ports {clk_i}]

set non_clock_inputs [all_inputs -no_clocks]
set_input_delay [expr $clk_period * $clk_io_pct] -clock clk0 $non_clock_inputs
set_output_delay [expr $clk_period * $clk_io_pct] -clock clk0 [all_outputs]
==> impl_metrics.env <==
# flow metrics
export IMPL_rows=163
export IMPL_power_per_cell_area_nw_per_um2=206
export IMPL_logic_family="multiplexers"
export IMPL_cts_root_buf="clkbuf_16"
export IMPL_setup_viol=0
export IMPL_largest_area_cell="edfxtp_1"
export IMPL_slew_violations=0
export IMPL_grt_util_met1_pct=28.9
export IMPL_cp_required_ns=9.99
export IMPL_reg2reg_depth=8
export IMPL_slowest_delay_ns=0.70
export IMPL_ys_flop_type="edfxtp_1"
export IMPL_fp_util_pct=40.4
export IMPL_whs_ns=1.05
export IMPL_cts_tree="yes"
export IMPL_use_met3_pct=16.0
export IMPL_cts_made_buffers=205
export IMPL_cp_slowest_cell="o31ai_1"
export IMPL_dpl_hpwl_um=129000
export IMPL_clkSinkCount=2057
export IMPL_synth_avg_cell_area_um2=20.8
export IMPL_outcome="complete, no violations"
export IMPL_finClkSkew_ns=0.0528
export IMPL_num_vias=39300
export IMPL_leakage_nw=28.4
export IMPL_viasPerCell=5.71
export IMPL_tool_warnings=29
export IMPL_final_period_utilization_pct=59.5
export IMPL_die_height_um=449
export IMPL_lay_top_count="edfxtp_1"
export IMPL_core_um2=198000
export IMPL_peakVddDrop_mv=0.189
export IMPL_die_w_um=449
export IMPL_antenna_found_initial=3
export IMPL_clock_latency_ns=0.84
export IMPL_yosysUniqueCellTypes=64
export IMPL_fin_area_um2=90700
export IMPL_postCtsSetupBuffers=0
export IMPL_port_buffers=28
export IMPL_clock_fmax_mhz=179
export IMPL_hold_buffers=0
export IMPL_clock_path_buffers=3
export IMPL_drt_iter0_drc=2784
export IMPL_synth_warnings=0
export IMPL_synth_flops=2057
export IMPL_synthSimpleGateAreaFrac_pct=2.98
export IMPL_gp_congestion=0.937
export IMPL_fin_crit_ns=5.59
export IMPL_path_cells="buf_8, buf_4, buf_12, mux4_2, mux2_2, o221ai_1, nand2_1, o31ai_1, buf_4, a21oi_1"
export IMPL_drcViolationCount=0
export IMPL_synth_xor_area_share_pct=0
export IMPL_max_cap_violations=0
export IMPL_drive_gt1_share_pct=23.3
export IMPL_postCtsResizedCells=0
export IMPL_synth_area_top_cells="edfxtp_1 77%, mux4_2 12%, mux2i_1 2.8%"
export IMPL_cp_max_fo=64
export IMPL_hold_violations=0
export IMPL_min_path_cells=6
export IMPL_rsz0062_at_grt="no"
export IMPL_relSlewSlack_pct=28.0
export IMPL_ys_sh_adder_pct=0
export IMPL_crit_path_end_kind="register"
export IMPL_ant_nets=0
export IMPL_fill_cells=16200
export IMPL_totalWireLength_um=209000
export IMPL_cp_common_cell="buf_4"
export IMPL_top_usage_layer="met2"
export IMPL_clk_pin_slew_ns=0.06
export IMPL_setup_tns_ns=0
export IMPL_dieArea_um2=202000
export IMPL_top_area_share_pct=77.1
export IMPL_area_delta_synth_final_pct=13.3
export IMPL_grt_pass1_vias=42800
export IMPL_syn_inst=3842
export IMPL_edf_count=2056
export IMPL_h_tree_depth=4
export IMPL_worst_pin_slew_ns=1.08
export IMPL_grt_overflow_total=0
export IMPL_wl_per_cell_um=30.4
export IMPL_dpl_cell_area_um2=84400
export IMPL_ys_seq_share_pct=77.1
export IMPL_final_cell_mix="2,056 x edfxtp_1, 433 x mux4_2, 294 x nor2_1"
export IMPL_synthAoiAreaFrac_pct=2.75
export IMPL_grt_use_met2_pct=33.4
export IMPL_hold_path_class="reg -> reg"
export IMPL_grt_pass1_wl_um=303000
export IMPL_synth_area_um2=80100
export IMPL_p_total_mw=18.7
export IMPL_crit_arrival_ns=6.18
export IMPL_mux_share_pct=15.6
export IMPL_drtPass1Iterations=5
export IMPL_grt_max_degree=120
export IMPL_ys_async_sr_fraction_pct=0
export IMPL_yosysCellCount=3842
export IMPL_critPathLaunchType="input pin"
export IMPL_critPathKind="in -> reg"
export IMPL_ys_area_um2=80100
export IMPL_io_pins=29
export IMPL_track_usage_pct=23.0
## synthesized netlist by cell type, drive strengths merged, types with 4 or more instances
cell / count
a2111oi: 5
a211oi: 31
a21oi: 35
a221oi: 13
a22o: 11
a22oi: 59
a31oi: 13
a41oi: 9
and3: 5
buf: 128
clkbuf: 108
edfxtp: 2056
inv: 7
mux2: 24
mux2i: 221
mux4: 443
nand2: 82
nand2b: 13
nand3: 59
nand4: 14
nor2: 296
nor2b: 32
nor3: 18
o211ai: 10
o21ai: 33
o221ai: 13
o22ai: 47
o31a: 5
o32a: 4
o41ai: 4
or4: 5
## path summary, 6_finish.rpt
| check | startpoint | to | slack [ns] |
|---|---|---|---|
| min reg2reg | DMem[218][1] | dat_o[1] | 1.05 |
| max | adr_i[0] | dat_o[7] | 3.81 |
| max reg2reg | DMem[175][7] | dat_o[7] | 6.41 |
| min | DMem[218][1] | dat_o[1] | 1.05 |
## state kept, by name, summed over array words and instances, names as in the netlist
| name | flops |
|---|---|
| DMem | 2048 |
| dat_o | 8 |
| read_ack | 1 |
## worst max-delay path, delay by kind of cell
kind | cells | cell delay [ns]
AND-OR/OR-AND | 3 | 1.17
buffers and inverters | 4 | 1.87
multiplexers | 2 | 0.95
AND/OR/NAND/NOR | 1 | 0.10
## cell families after synthesis
group                  count (synthesis)
AND-OR/OR-AND                        311
AND/OR/NAND/NOR                      542
multiplexers                         688
buffers and inverters                244
flip-flops                          2057
## layout make-up
cell class	instances	area, um^2	share of cell area [%]
inverter	8	30.0	0.0331
timing repair buffer	255	2120	2.33
sequential	2057	61800	68.1
tap	2640	3300	3.64
clock buffer	252	5330	5.87
clock inverter	120	997	1.10
antenna	3	7.51	0.00828
multi-input combinational	1541	17200	18.9
## routing by layer
layer	wire [um]	vias up
met5	150	-
met4	7560	6
met3	33600	363
met2	98800	2367
met1	68800	20100
li1	-	16500
## per-stage QoR
step | std cells | setup WS (ns) | utilization [%]
after detailed placement | 6501 | 2.87 | 42.6
after CTS | 6873 | 3.76 | 45.8
final | 6876 | 3.81 | 45.8
after global placement | 6501 | 2.94 | 42.6
after global routing | 6874 | 3.54 | 45.8
after floorplan | 3842 | 4.78 | -
## power breakdown
group / total (mW) / leakage (nW) / internal [mW] / switching (mW)
combinational: 0.890 / 6.80 / 0.300 / 0.590
sequential: 10.1 / 18.5 / 10.1 / 0.00481
clock: 7.72 / 3.09 / 4.32 / 3.40
No activity file was given, so power comes from the tool's default toggle rates.
