<file path="flow/run.sh">
#!/bin/bash
# OpenROAD 26Q1-2900-gdf79404cd8, Yosys 0.63+post, stock flow scripts
make -C /OpenROAD-flow-scripts/flow DESIGN_CONFIG=/design/flow/config.mk WORK_HOME=/design/flow/orfs finish
</file>
<file path="flow/config.mk">
export PLATFORM = sky130hd
export DESIGN_NAME = ProcessingUnit
export DESIGN_NICKNAME = ProcessingUnit
export VERILOG_FILES = /design/flow/design.v
export SDC_FILE = /design/flow/constraint.sdc
export NUM_CORES = 4
export LEC_CHECK = 1
export CORE_UTILIZATION = 30
export SYNTH_HDL_FRONTEND = slang
</file>
<file path="flow/constraint.sdc">
current_design ProcessingUnit

set clk_period 14.1
set clk_io_pct 0.2

create_clock -name clk0 -period $clk_period [get_ports {clk_i}]

set non_clock_inputs [all_inputs -no_clocks]
set_input_delay [expr $clk_period * $clk_io_pct] -clock clk0 $non_clock_inputs
set_output_delay [expr $clk_period * $clk_io_pct] -clock clk0 [all_outputs]
</file>
<file path="flow/design.v">
module ALU (
	input  [7:0] rs_i,
	input  [7:0] op2_i,
	input  [3:0] ALUOp_i,
	input 		 carry_i,
	input  [2:0] count_i,
	output [7:0] res_o,
	output reg	 carry_o,
	output 		 zero_o
);
	wire couta;
	wire couts;
	wire [7:0] a;
	wire [7:0] l;
	wire [7:0] s;
	ALUA alua (
		.rs_i(rs_i),
		.op2_i(op2_i),
		.ALUOp_i(ALUOp_i[1:0]),
		.res(a),
		.cout(couta),
		.carry_i(carry_i)
	);
	ALUL alul (
		.rs_i(rs_i),
		.op2_i(op2_i),
		.ALUOp_i(ALUOp_i[1:0]),
		.res(l)
	);
	ALUS alus (
		.rs_i(rs_i),
		.count_i(count_i),
		.ALUOp_i(ALUOp_i[1:0]),
		.res(s),
		.cout(couts)
	);
	MUX4_1 selector (
		.I0(a),
		.I1(l),
		.I2(s),
		.I3(8'h00),
		.s(ALUOp_i[3:2]),
		.OUT(res_o)
	); 
	always @(*) begin
		case (ALUOp_i[3:2])
			2'b00: carry_o = couta;
			2'b01: carry_o = 1'b0;
			2'b10: carry_o = couts;
			2'b11: carry_o = 1'b0;
			default: carry_o = 1'bx;
		endcase
	end
	assign zero_o = ~(| res_o);
endmodule 
module ALUA (
	input  [7:0] rs_i,
	input  [7:0] op2_i,
	input  [1:0] ALUOp_i,
	input 		 carry_i,
	output [7:0] res,
	output 		 cout
);
	wire [7:0] OPA;
	wire [7:0] OPB;
	wire cin;
	ALUEXT ext (
		.rs_i(rs_i),
		.op2_i(op2_i),
		.ALUOp_i(ALUOp_i),
		.OPA(OPA),
		.OPB(OPB),
		.carry_i(carry_i),
		.c(cin)
	);
	Adder_8bits add (
		.A(OPA),
		.B(OPB),
		.cin(cin),
		.res(res),
		.cout(cout)
	);
endmodule 
module ALUEXT (
	input  [7:0] rs_i,
	input  [7:0] op2_i,
	input  [1:0] ALUOp_i,
	input        carry_i,
	output [7:0] OPA,
	output [7:0] OPB,
	output c
);
	assign OPA = rs_i;
	assign OPB = (ALUOp_i[1])?~op2_i:op2_i;
	assign c = (ALUOp_i[0])?
				  (carry_i^ALUOp_i[1]):
				  ALUOp_i[1];
endmodule 
module ALUL (
	input [7:0] rs_i,
	input [7:0] op2_i,
	input [1:0] ALUOp_i,
	output [7:0] res
);
	wire [7:0] AND;
	wire [7:0] OR;
	wire [7:0] XOR;
	wire [7:0] MASK;
	assign AND = rs_i & op2_i;
	assign OR = rs_i | op2_i;
	assign XOR = rs_i ^ op2_i;
	assign MASK = rs_i & ~op2_i;
	MUX4_1 mux (
		.I0(AND),
		.I1(OR),
		.I2(XOR),
		.I3(MASK),
		.s(ALUOp_i),
		.OUT(res)
	);
endmodule 
module ALUS (
	input  	  [7:0] rs_i,
	input  	  [1:0] ALUOp_i,
	input  	  [2:0] count_i,
	output reg [7:0] res,
	output reg       cout
);
	always @(*) begin
		case(ALUOp_i)
			2'b00: {cout, res} = {1'b0, rs_i} << count_i;
			2'b01: {res, cout} = {rs_i, 1'b0} >> count_i;
			2'b10: {res, cout} = {rs_i << count_i | rs_i >> 4'h8-count_i, 1'b0};
			2'b11: {res, cout} = {rs_i >> count_i | rs_i << 4'h8-count_i, 1'b0};
			default: {res, cout} = {8'hxx, 1'bx};
		endcase
	end
endmodule 
module Adder_8bits (
	input  		 cin,
	input  [7:0] A,
	input  [7:0] B,
	output 		 cout,
	output [7:0] res
);
	assign {cout, res} = A + B + cin;
endmodule 
module IR (
	input  logic [17:0] 	 inst_e,
	input  logic			     we,
	input  logic				 clk,
	input  logic				 cen,
	input  logic				 rst,
	output logic  [6:0]	 	op_o,
	output logic  [2:0]   func_o,
	output logic [11:0]	 addr_o,
	output logic  [7:0]	 disp_o,
	output logic  [2:0]		rs_o,
	output logic  [2:0]	  rs2_o,
	output logic  [2:0]		rd_o,
	output logic  [7:0]  immed_o,
	output logic  [2:0]	count_o	
);
	logic [17:0] inst_i;
	logic 		   clkg;
	always_comb clkg = clk & cen;
	always_ff @(posedge clkg) begin
		if (rst)
			inst_i = 17'b0;
		else if (we)
			inst_i = inst_e;
	end
	always_comb begin
		op_o = inst_i[17:11];
		func_o = inst_i[17] ? inst_i[2:0] : inst_i[16:14];
		addr_o = inst_i[11:0];
		disp_o = inst_i[7:0];
		rs_o = inst_i[10:8];
		rs2_o = inst_i[7:5];
		rd_o = inst_i[13:11];
		immed_o = inst_i[7:0];
		count_o = inst_i[7:5];
	end	
endmodule
module MUX4_1 (
	input [7:0] I0,
	input [7:0] I1,
	input [7:0] I2,
	input [7:0] I3,
	input [1:0] s,
	output reg [7:0] OUT
);
	always @(*)
	begin
		case(s)
			2'b00: OUT = I0;
			2'b01: OUT = I1;
			2'b10: OUT = I2;
			2'b11: OUT = I3;
			default: OUT = 8'hxx;
		endcase
	end
endmodule 
module ProcessingUnit (
	input  logic					clk_i,
	input  logic				 ClkEn_e,
	input  logic					rst_i,
	input  logic				RegWrt_c,
	input  logic [17:0] 	 inst_dat_i,
	input  logic			 inst_ack_i,
	input  logic  [7:0]	 data_dat_i,
	input  logic  [7:0]	 port_dat_i,
	input  logic  [1:0]		RegMux_c,
	input	 logic   			 DPMux_c,
	input  logic					op2_c,
	input  logic  [3:0]		 ALUOp_c,
	input  logic				 ALUEn_c,
	input  logic 			  port_we_c,
	input  logic				 ALUFR_c,
	input	 logic				  reti_c,
	input	 logic				  intz_i,
	input	 logic				  intc_i,	
	output logic  [6:0]	 		 op_e,
	output logic  [2:0]		  func_e,
	output logic [11:0]	 	  addr_e,
	output logic  [7:0]	 	  disp_e,
	output logic  [7:0]	  port_we_o,
	output logic  [7:0]	port_data_o,
	output logic  [7:0]	port_addr_o,
	output logic  [7:0] 		  addr_i,
	output logic  [7:0]			dat_i,
	output logic					ccC_e,
	output logic					ccZ_e
);
	logic [2:0]		rs_e;
	logic [2:0]	rs2_aux;
	logic [2:0]	  rs2_e;
	logic [2:0]		rd_e;
	logic [7:0]   dat_e;
	logic [7:0] immed_e;
	logic [2:0]	count_e;
	logic [7:0]   ALU_i;
	logic [7:0]	  ALU_e;
	logic [7:0]	  rsr_e;
	logic [7:0]	 rsr2_e;
	logic [7:0]	  op2_e;
	logic [7:0] port_dat_e;
	logic [7:0] data_dat_e;
	logic carry_e;
	logic zero_e;
	logic cc_i;
	IR ir (
		.clk(clk_i),
		.cen(ClkEn_e),
		.rst(rst_i),
		.inst_e(inst_dat_i),
		.we(inst_ack_i),
		.op_o(op_e),
		.func_o(func_e),
		.addr_o(addr_e),
		.disp_o(disp_e),
		.rs_o(rs_e),
		.rs2_o(rs2_aux),
		.rd_o(rd_e),
		.immed_o(immed_e),
		.count_o(count_e)
	);
	always_ff @(posedge clk_i) begin
		if (rst_i) begin
			data_dat_e <= 8'hxx;
			port_dat_e <= 8'hxx;
		end
		else if (ClkEn_e) begin
			data_dat_e <= data_dat_i;
			port_dat_e <= port_dat_i;
		end
	end
	always_comb begin
		case (RegMux_c)
			2'b00 : dat_e = ALU_e;
			2'b01 : dat_e = data_dat_e;
			2'b10 : dat_e = port_dat_e;
			2'b11 : dat_e = 8'hxx;
			default: dat_e = 8'hxx;
		endcase
		rs2_e = (DPMux_c) ? rd_e : rs2_aux;
	end
	Registers RegisterBank (
		.clk(clk_i),
		.cen(ClkEn_e),
		.rst(rst_i),
		.we(RegWrt_c),
		.rs_i(rs_e),
		.rs2_i(rs2_e),
		.rd_i(rd_e),
		.dat_i(dat_e),
		.rs_o(rsr_e),
		.rs2_o(rsr2_e)
	);
	always_comb op2_e = (op2_c) ? immed_e : rsr2_e;
	always_ff @(posedge clk_i) begin
		if (rst_i)
			ALU_e <= 8'hxx;
		else if (ALUEn_c)
			ALU_e <= ALU_i;
	end
	always_ff @(posedge clk_i) begin
		if (rst_i)
			port_we_o <= 1'b0;
		else
			port_we_o <= port_we_c;
	end
	always_ff @(posedge clk_i) begin
		if (rst_i) begin
			port_data_o <= 8'h00;
			port_addr_o <= 8'h00;
		end
		else if (port_we_c) begin
			port_data_o <= rs2_e;
			port_addr_o <= ALU_i;
		end
	end
	always_comb begin
		addr_i = ALU_i;
		dat_i  = rs2_e;
	end
	ALU alu (
		.rs_i(rsr_e),
		.op2_i(op2_e),
		.count_i(count_e),
		.carry_i(cc_i),
		.ALUOp_i(ALUOp_c),
		.zero_o(zero_e),
		.carry_o(carry_e),
		.res_o(ALU_i)
	);
	always_ff @(posedge clk_i) begin
		if (rst_i) begin
			ccC_e <= 1'b0;
			ccZ_e <= 1'b0;
		end
		else if (ALUFR_c) begin
			ccC_e <= carry_e;
			ccZ_e <= zero_e;
		end
		else if (reti_c) begin
			ccC_e <= intc_i;
			ccZ_e <= intz_i;
		end
	end
	always_comb cc_i = ccC_e;
endmodule
module Registers (
	input  logic		 clk,
	input  logic		 rst,
	input  logic   	 cen,
	input  logic		 we,
	input  logic [2:0] rs_i,
	input  logic [2:0] rs2_i,
	input  logic [2:0] rd_i,
	input  logic [7:0] dat_i,
	output logic [7:0] rs_o,
	output logic [7:0] rs2_o
);
	integer i;
	logic clkg;
	logic [7:0] mem [7:0];
	always_comb clkg = clk & cen;
	always_ff @(posedge clkg or posedge rst)
	begin
		if(rst)
			for(i = 0; i < 8; i = i+1)
				mem[i] <= 8'h00;
		else if (we)
			mem[rd_i] <= dat_i;
	end
	always_comb 
	begin
		rs_o = mem[rs_i];
		rs2_o = mem[rs2_i];
	end
endmodule 
</file>
==> deck_impl_summary.md <==
Key Metrics from the Run

Synthesis
  – Most used flip-flop cell: sky130_fd_sc_hd__dfrtp_1
  – Yosys cell count: 858
  – Post-synth cell types: 82
  – Synthesized area per cell: 9.423 um2
  – Share of the yosys chip area belonging to registers: 36.65%
  – Yosys synthesis chip area: 8085 um2
  – Post-synth regs: 120
  – Count of flip-flops with a built-in enable after synthesis: 24
  – Mapped Area: 8085 um2
  – Async SR Flop Fraction: 53.33%
  – Number of warnings issued by yosys: 0
  – Gate count after technology mapping: 858

Floorplan
  – Die ar.: 27610 um2
  – Core outline area: 26280 um2
  – Height of the die: 166.2 um
  – Number of top-level pins: 125
  – Die width: 166.2 um
  – Effective utilization at floorplan: 30.77%
  – Row count: 59

Critical path
  – Critical Path Fanout Max: 16
  – Buffer and inverter count on the worst path: 4
  – Critical path origin: DPMux_c
  – Critical-path cell list: clkdlybuf4s50_1 -> mux2i_1 -> buf_4 -> inv_2 -> and2_1 -> a211oi_1 -> a2111oi_0 -> a211o_1 -> xnor2_1 -> ha_1 -> nor2b_1 -> o21ai_0 -> a21boi_0 -> o21ai_0 -> nand2b_1 -> xnor2_1 -> o22a_2 -> o21ai_0 -> clkdlybuf4s50_1
  – Startpoint type of the worst setup path: input pin
  – Critical path capture point type: output port
  – Cell type group with the largest total delay on the critical path: AND-OR/OR-AND gates
  – Critical Path Max Stage Delay: 610 ps
  – Kind of critical path: in -> out
  – Worst reg2reg startpoint: ir.inst_i[11]$_SDFFE_PP0P_
  – CP required: 11280 ps
  – Crit path arrival time: 7880 ps
  – Cell with the biggest individual delay on the critical path: sky130_fd_sc_hd__clkdlybuf4s50_1
  – CP dominant cell by count: sky130_fd_sc_hd__o21ai_0

Route
  – DRC viols: 0
  – Number of vias per cell: 5.293
  – Wire per inst: 19.00 um
  – Number of antenna cells inserted: 0
  – First-pass detailed-route iteration total: 16
  – Number of DRC violations after detailed-routing iteration 0: 586
  – Via total after detailed routing: 6839
  – Total routed wirelength: 24550 um
  – Antenna Violating Nets Remaining: 0

Timing
  – Post-layout period usage of the worst path: 75.85%
  – Final critical-path required period: 10700 ps
  – Highest achievable clock rate: 0.09350 GHz
  – Setup repair after global routing missed its margin: no
  – Sum of negative setup slack: 0 ps
  – Setup violations, final: 0
  – Skew final: 11.66 ps
  – Number of pins exceeding their max-slew limit in the final report: 0
  – Final Hold Fails: 0
  – Worst rel slew slack: 42.89%
  – Pin slew with the least headroom to its limit: 854.0 ps

Pwr
  – Leakage power of the design: 3.981 nW
  – Maximum vdd drop: 0.05707 mV
  – Total power per unit cell area: 107.7 nW/um2

Final layout
  – Layout-stage area growth over the synthesis result: 22.97%
  – Post-layout util: 37.83%
  – Share of cells above drive strength 1: 12.33%

Placement
  – Placer Congestion: 0.9731
  – Total half-perimeter wirelength after legalization and detailed placement: 17640 um
  – Port Buffers: 107

Worst hold path
  – Startpoint of the worst hold path: ClkEn_e
  – Worst Hold Class: in -> gate

Status
  – Run status: completed

Global routing
  – Via count of the first global-routing pass: 6696
  – Global-route wire length before repair: 38680 um
  – Maximum number of pins on one net before global-route repair: 43
  – Number of antenna violations at the first check in global routing: 0
  – Aggregate global-route resource usage: 18.47%
  – Remaining global-route overflow: 0

Flow run
  – Number of warnings in the stage logs: 29
  – Max-capacitance violation count: 0

Clock tree
  – CTS-repair resized insts: 0
  – CTS tree: built
  – Worst-skew pair later-pin latency: 720 ps
-- worst min-delay path: stages --
cell and delay [ps]:
sky130_fd_sc_hd__dlygate4sd3_1 530, sky130_fd_sc_hd__dlygate4sd3_1 550, sky130_fd_sc_hd__dlygate4sd3_1 550, sky130_fd_sc_hd__dlygate4sd3_1 560
sky130_fd_sc_hd__dlygate4sd3_1 550, sky130_fd_sc_hd__clkdlybuf4s50_1 500, sky130_fd_sc_hd__dlygate4sd3_1 560, sky130_fd_sc_hd__dlygate4sd3_1 550
sky130_fd_sc_hd__dlygate4sd3_1 560
-- sequential cells by signal, summed over array words and instances (netlist names) --
signal,flops
RegisterBank.mem,64
data_dat_e,8
ccZ_e,1
port_dat_e,8
ALU_e,8
port_we_o,1
ccC_e,1
port_data_o,3
ir.inst_i,18
port_addr_o,8
-- power by group --
part | internal, mW | switching, mW
Clock | 0.233 | 0.105
Combinational | 0.182 | 0.218
Sequential | 0.294 | 0.0387
Total | 0.709 | 0.362
-- layout make-up --
type / count / area (um2)
sequential: 120 / 2963
inverter: 34 / 130.1
timing repair buffer: 130 / 1264
clock buffer: 24 / 558.0
fill: 2594 / 16340
clock inverter: 6 / 71.32
multi-input combinational: 643 / 4537
tap: 335 / 419.2
-- cells in the mapped netlist, types with 4 or more instances --
| master | number | area, um2 |
|---|---|---|
| sky130_fd_sc_hd__a2111oi_0 | 6 | 52.55 |
| sky130_fd_sc_hd__clkbuf_1 | 32 | 120.1 |
| sky130_fd_sc_hd__a31oi_1 | 7 | 43.79 |
| sky130_fd_sc_hd__nor2b_1 | 8 | 50.05 |
| sky130_fd_sc_hd__buf_6 | 4 | 45.04 |
| sky130_fd_sc_hd__or2_2 | 7 | 43.79 |
| sky130_fd_sc_hd__mux2i_1 | 44 | 440.4 |
| sky130_fd_sc_hd__ha_1 | 22 | 275.3 |
| sky130_fd_sc_hd__and2_1 | 7 | 43.79 |
| sky130_fd_sc_hd__nand2b_1 | 6 | 37.54 |
| sky130_fd_sc_hd__nand4_1 | 4 | 25.02 |
| sky130_fd_sc_hd__nor2_1 | 78 | 292.8 |
| sky130_fd_sc_hd__dfxtp_1 | 32 | 640.6 |
| sky130_fd_sc_hd__inv_1 | 23 | 86.33 |
| sky130_fd_sc_hd__dfrtp_1 | 64 | 1602 |
| sky130_fd_sc_hd__nor3_1 | 14 | 70.07 |
| sky130_fd_sc_hd__a311oi_1 | 4 | 35.03 |
| sky130_fd_sc_hd__edfxtp_1 | 24 | 720.7 |
| sky130_fd_sc_hd__xnor2_1 | 18 | 157.7 |
| sky130_fd_sc_hd__o21ai_0 | 93 | 465.5 |
| sky130_fd_sc_hd__xor2_1 | 6 | 52.55 |
| sky130_fd_sc_hd__mux4_2 | 26 | 585.6 |
| sky130_fd_sc_hd__mux2i_2 | 4 | 55.05 |
| sky130_fd_sc_hd__a22oi_1 | 13 | 97.59 |
| sky130_fd_sc_hd__nand3_1 | 15 | 75.07 |
| sky130_fd_sc_hd__nand2_1 | 115 | 431.7 |
| sky130_fd_sc_hd__a21oi_1 | 34 | 170.2 |
| sky130_fd_sc_hd__inv_2 | 8 | 30.03 |
| sky130_fd_sc_hd__a2bb2oi_1 | 4 | 35.03 |
| sky130_fd_sc_hd__mux2_2 | 8 | 90.09 |
| sky130_fd_sc_hd__o211ai_1 | 4 | 30.03 |
| sky130_fd_sc_hd__clkbuf_8 | 6 | 82.58 |
| sky130_fd_sc_hd__a211oi_1 | 13 | 97.59 |
| sky130_fd_sc_hd__buf_4 | 26 | 195.2 |
-- stage by stage --
| step | hold slack (ps) | instances | total power [mW] | setup WS (ps) | cell area, um2 |
|---|---|---|---|---|---|
| global route | 504.1 | 1292 | 1.137 | 3122 | 9942 |
| global placement | -3826 | 1254 | 0.7492 | 3544 | 9233 |
| floorplan | -4230 | 874 | 0.6146 | 5420 | 8145 |
| detailed placement | -3824 | 1254 | 0.7495 | 3492 | 9233 |
| CTS | 401.0 | 1292 | 1.076 | 3429 | 9942 |
| finish | 435.2 | 1292 | 1.071 | 3405 | 9942 |
-- logic make-up after synthesis --
| kind of cell | share of synthesized area, % |
|---|---|
| and+or+nand+nor | 14.56 |
| AOI/OAI and AO/OA | 17.92 |
| DFF | 36.64 |
| buffers and inverters | 8.032 |
| muxes | 16.30 |
| adders and majority gates | 3.900 |
| xor gates and xnor gates | 2.600 |
| other | 0.04638 |
-- per-layer routing --
metal	global-route usage, %	part of all wire [%]	vias to the layer above
li1	-	-	3255
met1	25.77	42	3312
met2	30.42	49	243
met3	4.103	6.7	29
met4	3.169	1.4	0
met5	0.3478	0	-
-- cells in the final DEF (no fill, tap or decap), drive strengths merged, types with 8 or more instances in the layout --
| master | netlist | routed |
|---|---|---|
| nand2 | 116 | 116 |
| clkdlybuf4s50 | 0 | 107 |
| o21ai | 94 | 94 |
| nor2 | 79 | 79 |
| dfrtp | 64 | 64 |
| mux2i | 51 | 51 |
| a21oi | 34 | 34 |
| inv | 32 | 33 |
| dfxtp | 32 | 32 |
| mux4 | 29 | 29 |
| edfxtp | 24 | 24 |
| clkbuf | 38 | 24 |
| ha | 22 | 22 |
| xnor2 | 18 | 18 |
| conb | 1 | 17 |
| nand3 | 15 | 15 |
| buf | 38 | 15 |
| nor3 | 14 | 14 |
| a211oi | 13 | 13 |
| a22oi | 13 | 13 |
| mux2 | 8 | 8 |
| nor2b | 8 | 8 |
| dlygate4sd3 | 0 | 8 |
-- final timing paths --
kind | cells past startpoint | slack (ps) | endpoint
hold reg to reg | 2 | 480 | port_addr_o[3]$_SDFFE_PP0P_
max in group asynchronous | 4 | 10370 | RegisterBank.mem[27]$_DFFE_PP0P_
max in group gated | 9 | 6540 | clock gate
min in group asynchronous | 3 | 2780 | RegisterBank.mem[22]$_DFFE_PP0P_
min in group clk0 | 2 | 480 | port_addr_o[3]$_SDFFE_PP0P_
hold / removal | 9 | 440 | clock gate
setup reg to reg | 20 | 9170 | ccZ_e$_SDFFE_PP0P_
setup / recovery | 19 | 3400 | addr_i[5]
-- repair_timing --
item	4_1_cts	5_1_grt
hold endpoints to repair	1	0
hold buffers	8	0
buffers inserted	0	0
Power is estimated from default activity; no workload was simulated.
